==> design.v <==
module FIFO_Buffer #(
    parameter DATA_WIDTH = 36,
    parameter BUFFER_ADDR_WIDTH = 5
)(
    input                       clk_i,             
    input                       rst_i,           
    input      [DATA_WIDTH-1:0] data_i,          
    input                       rd_en_i,          
    input                       wr_en_i,          
    output reg [DATA_WIDTH-1:0] data_o,          
    output                      empty_o,         
    output                      full_o           
);
    reg [DATA_WIDTH - 1 : 0] buffer [0 : 2 ** BUFFER_ADDR_WIDTH - 1];
    reg [BUFFER_ADDR_WIDTH - 1 : 0] read_ptr, write_ptr, counter;
    assign empty_o  = ~(|counter);
    assign full_o   = &counter;
    always @ (posedge clk_i) begin
        if (rst_i) begin
            read_ptr        <= 0;
            write_ptr       <= 0;
            counter         <= 0;
            data_o          <= 0;
        end else if (wr_en_i && rd_en_i) begin             
            buffer[write_ptr]   <= data_i;
            data_o              <= buffer[read_ptr];
            write_ptr           <= write_ptr + 1;
            read_ptr            <= read_ptr + 1;
        end else begin
            if (wr_en_i && !full_o) begin                 
                buffer[write_ptr]   <= data_i;               
                write_ptr           <= write_ptr + 1;        
                counter             <= counter + 1;          
            end
            if (rd_en_i && !empty_o) begin                
                data_o          <= buffer[read_ptr];         
                read_ptr        <= read_ptr + 1;             
                counter         <= counter - 1;              
            end
        end
    end
endmodule
module FIFO_Tree #(
    parameter CLAUSE_COUNT = 20,
    parameter CLAUSE_WIDTH = 36,
    parameter BUFFER_DEPTH = 32
)(
    input clk_i,
    input rst_i,
    input [CLAUSE_WIDTH * CLAUSE_COUNT - 1 : 0] clauses_i,
    input [CLAUSE_COUNT - 1 : 0]                clauses_valid_i,
    input wr_en_i,           
    input rd_en_i,           
    input cOF_i,             
    output wire empty_o,     
    output reg  OF_o,        
    output [CLAUSE_WIDTH - 1 : 0] clause_o
);
    localparam CW = CLAUSE_WIDTH;
    genvar i;
    integer j;
    wire [3:0] L0E, L0F, L0wr_en, L0rd_en;
    reg  [3:0] L0rd_en_delay;
    wire [CLAUSE_WIDTH * 4 - 1 : 0] L0dout, L0din;
    reg  [2:0] L0src;
    for (i = 0; i < 4; i = i + 1)
    begin
        assign L0din[CW * i +: CW] = clauses_i[CW * ( (wr_en_i ? 0 : L0src) + i * 5) +: CW];
    end
    generate
        for (i = 0; i < 4; i = i + 1) begin : L0_FIFO
            FIFO_Buffer # (
                .DATA_WIDTH(CLAUSE_WIDTH),
                .BUFFER_ADDR_WIDTH($clog2(BUFFER_DEPTH))
            ) L0_FIFO_inst (
                .clk_i  (clk_i),
                .rst_i  (rst_i),
                .data_i (L0din[CW * i +: CW]),
                .rd_en_i (L0rd_en[i]),
                .wr_en_i (L0wr_en[i]),
                .data_o (L0dout[CW * i +: CW]),
                .empty_o(L0E[i]),
                .full_o (L0F[i])
            );
        end    
    endgenerate
    wire [1:0] L1E, L1F, L1rd_en;
    reg  [1:0] L1rd_en_delay;
    reg  [1:0] L1wr_en;
    wire [CLAUSE_WIDTH * 2 - 1 : 0] L1dout;
    reg  [CLAUSE_WIDTH * 2 - 1 : 0] L1din;
    reg  [1:0] L1src;
    always @ (*) begin
        for (j = 0; j < 2; j = j + 1) begin
            L1din[CW * j +: CW] <= L0rd_en_delay[j * 2] ?
                L0dout[CW * (j * 2) +: CW] : L0dout[CW * (j * 2 + 1) +: CW];
        end
    end
    generate
        for (i = 0; i < 2; i = i + 1) begin : L1_FIFO
            FIFO_Buffer # (
                .DATA_WIDTH(CLAUSE_WIDTH),
                .BUFFER_ADDR_WIDTH($clog2(BUFFER_DEPTH))
            ) L1_FIFO_inst (
                .clk_i    (clk_i),
                .rst_i  (rst_i),
                .data_i (L1din[CW * i +: CW]),
                .rd_en_i (L1rd_en[i]),
                .wr_en_i (L1wr_en[i]),
                .data_o (L1dout[CW * i +: CW]),
                .empty_o(L1E[i]),
                .full_o (L1F[i])
            );
        end    
    endgenerate
    wire L2E, L2F;
    wire L2rd_en;
    reg  L2wr_en;
    wire [CLAUSE_WIDTH - 1 : 0] L2dout;
    reg  [CLAUSE_WIDTH - 1 : 0] L2din;
    reg  L2src;
    always @ (*) begin
        L2din <= L1rd_en_delay[0] ? L1dout[0 +: CW] : L1dout[CW +: CW];
    end
    FIFO_Buffer # (
        .DATA_WIDTH(CLAUSE_WIDTH),
        .BUFFER_ADDR_WIDTH($clog2(BUFFER_DEPTH))
    ) FIFO_last (
        .clk_i    (clk_i),
        .rst_i  (rst_i),
        .data_i (L2din),
        .rd_en_i (L2rd_en),
        .wr_en_i (L2wr_en),
        .data_o (L2dout),
        .empty_o(L2E),
        .full_o (L2F)
    );
    always @ (posedge clk_i) begin
        if (rst_i) begin
            L0src <= 0;
        end else if (wr_en_i) begin
            L0src <= 1;
        end else if (L0src < 5) begin
            L0src <= L0src + 1;
        end else begin
            L0src <= L0src;
        end
    end
    always @ (posedge clk_i) begin
        L0rd_en_delay <= rst_i ? 0 : L0rd_en;
    end
    for (i = 0; i < 4; i = i + 1) begin
        assign L0wr_en[i] = wr_en_i ? clauses_valid_i[i * 5] :
            clauses_valid_i[i * 5 + L0src] & (L0src < 5);
    end
    for (i = 0; i < 2; i = i + 1) begin
        assign L0rd_en[i * 2]        = ~L0E[i * 2] && (L1src[i] ? L0E[i * 2 + 1] : 1);
        assign L0rd_en[i * 2 + 1]    = ~L0E[i * 2 + 1] && (L1src[i] ? 1 : L0E[i * 2]);
    end
    always @ (posedge clk_i) begin
        if(rst_i) begin
            L1src           <= 0;
            L1wr_en          <= 0;
            L1rd_en_delay    <= 0;
        end else begin
            L1rd_en_delay    <= L1rd_en;
            for (j = 0; j < 2; j = j + 1) begin
                L1src[j]    <= L1src ^ (~L0E[L1src[j] ? j * 2 + 1 : j * 2]);
                L1wr_en[j]   <= |L0rd_en[j * 2 +: 2];
            end 
        end
    end
    assign L1rd_en[0] = ~L1E[0] && (L2src ? L1E[1] : 1);
    assign L1rd_en[1] = ~L1E[1] && (L2src ? 1 : L1E[0]);
    always @ (posedge clk_i) begin
        if(rst_i) begin
            L2src       <= 0;
            L2wr_en      <= 0;
        end else begin
            L2src       <= L2src ^ (~L1E[~L2src]);
            L2wr_en  <= |L1rd_en;
        end
    end
    assign L2rd_en   = rd_en_i;
    assign clause_o = L2dout;
    assign empty_o    = L2E;
    always @ (posedge clk_i) begin
        if (rst_i | cOF_i) begin
            OF_o <= 0;
        end else begin
            OF_o <= OF_o | (|(L0F & L0wr_en)) | (|(L1F & L1wr_en)) | (L2F & L2wr_en);
        end
end
endmodule
==> run.sh <==
#!/bin/bash
# OpenROAD 26Q1-2900-gdf79404cd8, Yosys 0.63+post, stock flow scripts
make -C /OpenROAD-flow-scripts/flow DESIGN_CONFIG=/design/flow/config.mk WORK_HOME=/design/flow/orfs finish
==> config.mk <==
export PLATFORM = sky130hd
export DESIGN_NAME = FIFO_Tree
export DESIGN_NICKNAME = FIFO_Tree
export VERILOG_FILES = /design/flow/design.v
export SDC_FILE = /design/flow/constraint.sdc
export NUM_CORES = 4
export LEC_CHECK = 1
export CORE_UTILIZATION = 50
export SYNTH_MEMORY_MAX_BITS = 65536
==> constraint.sdc <==
current_design FIFO_Tree

set clk_period 58.3
set clk_io_pct 0.2

create_clock -name clk0 -period $clk_period [get_ports {clk_i}]

set non_clock_inputs [all_inputs -no_clocks]
set_input_delay [expr $clk_period * $clk_io_pct] -clock clk0 $non_clock_inputs
set_output_delay [expr $clk_period * $clk_io_pct] -clock clk0 [all_outputs]
==> impl_metrics.tcl <==
# implementation run metrics
set metrics [dict create \
    status "finished with violations" \
    violations "max-capacitance violations, max-slew violations" \
    cp_data_arrival_time_ns 21.04 \
    critPathKind "in -> reg" \
    postRouteWirelength_mm 1530 \
    final-hold-violation-count 0 \
    cell_class_contributing_the_biggest_share_of_worst_path_delay "buffers and inverters" \
    post_cts.repair.setup_buffers 0 \
    timing.critical_path.slowest_cell_delay_ns 0.76 \
    wl_met3_mm 291.4 \
    clock_sinks 8469 \
    syn-instance-count 19660 \
    route.detailed.vias_per_inst 7.047 \
    drive_gt1_share_pct 33.67 \
    synth.largest_area_cell "sky130_fd_sc_hd__edfxtp_1" \
    core_um2 768700 \
    drtAntennaViolNets 0 \
    top_ff_cell_synth "sky130_fd_sc_hd__edfxtp_1" \
    irDropWorstVdd_v 0.00004337 \
    die_w_um 880.4 \
    crit_path_top_delay_cell "sky130_fd_sc_hd__buf_4" \
    layout-area-overhead-vs-synth_pct 14.10 \
    finalCritPeriodShare_pct 34.53 \
    cpMostUsedCell "sky130_fd_sc_hd__buf_4" \
    post_cts.resized_instances 0 \
    buffers_from_clock_root_to_sink_at_most 4 \
    synth-edff-count 8064 \
    port_buffers 782 \
    syn-cell-area_um2 385800 \
    top_layer_used "met5" \
    post_synth_num_cell_types 93 \
    worstSkewPairLatency_ns 1.22 \
    yosys.cell_count.top_type "sky130_fd_sc_hd__edfxtp_1" \
    die_height_um 880.4 \
    post_cts_hold_buffer_count 0 \
    log.warning_count 50 \
    tritoncts "built" \
    logic_area_um2 131000 \
    h-tree-depth 6 \
    wl_met2_mm 663.7 \
    maxSlewHeadroom_pct -9.166 \
    io_pins 783 \
    flop_area_um2 250400 \
    rd_place_congestion 1.115 \
    fmax_ghz 0.04967 \
    final_max_slew_viol_count 4 \
    utilization_pct 57.27 \
    numCtsBuffers 811 \
    setup_total_negative_slack_ns 0 \
    drtPass1Iterations 7 \
    chip_area_um2 775200 \
    crit_end_element "register" \
    synth_chip_area_um2 385800 \
    worst_ep_required_time_ns 59.21 \
    async_set_or_reset_register_ratio_after_synthesis_pct 0 \
    antenna_violations_before_repair 266 \
    globalRouteTotalUtil_pct 44.76 \
    synthTopCellsByCount "8064 x sky130_fd_sc_hd__edfxtp_1, 4124 x sky130_fd_sc_hd__mux4_2, 968 x sky130_fd_sc_hd__nand2_1, 949 x sky130_fd_sc_hd__nor2_1, 879 x sky130_fd_sc_hd__mux2i_1" \
    grt_max_degree 100 \
    power.density_nw_per_um2 39.02 \
    crit_fanout 89 \
    grt_pass1_wl_mm 2069 \
    setup_viol 0 \
    hold_class "reg -> reg" \
    rsz_0062_raised_after_global_routing "false" \
    yosys.stat.seqShare_pct 64.86 \
    post_synth.cell_area_avg_um2 19.63 \
    worst_clock_skew_ns 0.1736 \
    dp_hpwl_mm 988.3 \
    root_buffer "sky130_fd_sc_hd__clkbuf_16" \
    design_power_total_mw 17.18 \
    numSynthFlops 8469 \
    grt_remaining_overflow 0 \
    period_minus_slack_ns 20.13 \
    final.fill_count 55980 \
    synth.yosys.warnings 2 \
    max_cap_viol_count 1 \
    yosys_cells 19660 \
    post_synth_main_area_contributors "sky130_fd_sc_hd__edfxtp_1 63%, sky130_fd_sc_hd__mux4_2 24%, sky130_fd_sc_hd__mux2i_1 2.3%" \
    timing.critical_path.buf_inv 13 \
    met1_length_mm 444.9 \
    number_of_vias_in_the_routed_layout 226900 \
    clkSlewWorstSetupHoldPaths_ns 0.06 \
    routed_wire_length_per_instance_um 47.52 \
    fp_core_util_pct 50.19 \
    drt-initial-drc-count 19620 \
    cp_cell_instances "buf_2 -> buf_4 -> nand2b_4 -> buf_4 -> buf_4 -> buf_4 -> buf_4 -> buf_4 -> buf_12 -> buf_4 -> buf_4 -> buf_4 -> mux2i_1 -> mux4_2 -> mux4_2 -> o21ai_0 -> buf_4 -> a22o_1 -> buf_4" \
    max_slew.worst_pin.slew_ns 1.637 \
    p_leak_nw 137.5 \
    synth_largest_type_area_fraction_pct 62.76 \
    num_rows 322 \
    detail_route.drc_violations 0 \
    startpoint_class "primary input" \
    grt_pass1_vias 241600 \
]
[cells by family (layout without fill, tap and decap cells)]
group,after synthesis,count (layout),share of synthesized area [%]
xor+xnor,88,88,0.1998
simple gates,2541,2541,2.807
flops,8469,8469,64.86
buf+inv,1602,3756,1.927
other cells,0,187,0
compound gates,1709,1709,3.103
fa+ha+maj,74,74,0.2536
mux,5172,5172,26.85
[worst paths after layout]
path,startpoint,to,slack (ns),cells after the start
worst max-delay path,wr_en_i,L0_FIFO[2].L0_FIFO_inst.buffer[4][25],38.17,19
worst min-delay path,L1_FIFO[1].L1_FIFO_inst.read_ptr[1],register,0.46,2
worst max register to register,L0src[1],L0_FIFO[2].L0_FIFO_inst.buffer[4][25],48.79,17
worst min register to register,L1_FIFO[1].L1_FIFO_inst.read_ptr[1],register,0.46,2
[state kept, by name (all words and copies together) (netlist names), 36 cells and up, named ones only]
signal                       count
FIFO_last.data_o                36
L0_FIFO.L0_FIFO_inst.buffer   4608
FIFO_last.buffer              1152
L1_FIFO.L1_FIFO_inst.data_o     72
L0_FIFO.L0_FIFO_inst.data_o    144
L1_FIFO.L1_FIFO_inst.buffer   2304
[layout by cell type (no fill, tap or decap), types with 39 or more instances in the layout]
cell	count
sky130_fd_sc_hd__edfxtp_1	8064
sky130_fd_sc_hd__mux4_2	4124
sky130_fd_sc_hd__buf_4	1348
sky130_fd_sc_hd__nand2_1	956
sky130_fd_sc_hd__mux2i_1	875
sky130_fd_sc_hd__clkbuf_16	815
sky130_fd_sc_hd__clkdlybuf4s50_1	780
sky130_fd_sc_hd__nor2_1	680
sky130_fd_sc_hd__dfxtp_1	365
sky130_fd_sc_hd__a211oi_1	355
sky130_fd_sc_hd__nor2_4	233
sky130_fd_sc_hd__a21oi_1	228
sky130_fd_sc_hd__nand3_1	226
sky130_fd_sc_hd__clkbuf_1	215
sky130_fd_sc_hd__diode_2	187
sky130_fd_sc_hd__o21ai_0	179
sky130_fd_sc_hd__o22ai_1	179
sky130_fd_sc_hd__mux2_2	169
sky130_fd_sc_hd__clkinv_2	158
sky130_fd_sc_hd__clkinv_1	138
sky130_fd_sc_hd__nor3_1	99
sky130_fd_sc_hd__a31oi_1	97
sky130_fd_sc_hd__nand4_1	72
sky130_fd_sc_hd__a22oi_1	66
sky130_fd_sc_hd__o221ai_1	63
sky130_fd_sc_hd__bufinv_16	63
sky130_fd_sc_hd__ha_1	60
sky130_fd_sc_hd__clkbuf_8	59
sky130_fd_sc_hd__inv_1	53
sky130_fd_sc_hd__and3_1	49
sky130_fd_sc_hd__a22o_1	48
sky130_fd_sc_hd__xor2_1	47
sky130_fd_sc_hd__a221oi_1	40
sky130_fd_sc_hd__xnor2_1	39
[through the flow]
| step | instance area [um2] | std cells | worst slack (ns) | hold WS [ns] |
|---|---|---|---|---|
| final | 440200 | 32200 | 38.17 | 0.4646 |
| after global routing | 440000 | 32120 | 37.96 | 0.5044 |
| after CTS | 439700 | 32010 | 38.58 | 0.4729 |
| after detailed placement | 413200 | 30500 | 37.37 | 0.4820 |
| after global placement | 413100 | 30490 | 37.45 | 0.4756 |
| after floorplan | 385800 | 19660 | 38.93 | 0.4642 |
[power by group]
group / internal (mW) / total, mW / switching [mW]
Clock: 2.94 / 5.20 / 2.26
Sequential: 7.35 / 7.52 / 0.175
Combinational: 1.81 / 4.45 / 2.65
Total: 12.1 / 17.2 / 5.08
[worst reg2reg max path, delay by kind of cell (launching register included)]
family | cells | cell delay (ns)
mux | 3 | 1.22
buf+inv | 11 | 6.34
simple gates | 1 | 0.14
flops | 1 | 0.38
compound gates | 2 | 1.23
[per-layer routing]
metal / global-route usage [%] / vias up
met5: 3.488 / -
met4: 25.28 / 184
met3: 34.99 / 4386
met2: 58.07 / 19470
met1: 55.51 / 115500
li1: - / 87390
[layout make-up]
class	count	share of cell area, %
timing repair buffer	2170	4.254
antenna	187	0.1063
clock inverter	427	1.023
clock buffer	1089	5.001
inverter	70	0.07674
tap	10210	2.901
multi-input combinational	9584	29.76
sequential	8469	56.88
