==> /design/flow/design.v <==
module Break_Value_Counter #(
    parameter NUM_CLAUSES = 20,
    parameter NUM_ROWS = 3
)(
    input       [NUM_CLAUSES - 1 : 0]           clause_broken_i,     
    input       [NUM_CLAUSES - 1 : 0]           mask_bits_i,         
    output reg  [$clog2(NUM_CLAUSES) - 1 : 0]   break_value_o,       
    output wire [NUM_CLAUSES - 1 : 0]           clause_broken_o      
);
    localparam NUM_CLAUSES_BITS = $clog2(NUM_CLAUSES);
    integer i;
    assign clause_broken_o = clause_broken_i & mask_bits_i;
    always @ (*) begin
        break_value_o = 0;
        for (i = 0; i < NUM_CLAUSES; i = i+1) begin
            break_value_o = break_value_o + clause_broken_o[i];
        end 
    end
endmodule
module Heuristic_Selector #(
    parameter MAX_CLAUSES_PER_VARIABLE = 20,
    parameter NSAT = 3,
    parameter P = 'h6E147AE0  
)(
    input [NSAT * $clog2(MAX_CLAUSES_PER_VARIABLE) - 1 : 0] break_values_i,
    input [NSAT - 1 : 0] break_values_valid_i,  
    input [31 : 0] random_i, 
    input enable_i,
    output wire [$clog2(NSAT) - 1:0] select_o,
    output wire random_selection_o
);
    localparam MC = MAX_CLAUSES_PER_VARIABLE;
    localparam MCB = $clog2(MAX_CLAUSES_PER_VARIABLE);
    localparam NSAT_BITS = $clog2(NSAT);
    wire [MCB - 1 : 0] break_values [NSAT - 1 : 0];
    wire [NSAT - 1 : 0] is_zero;
    wire has_zero;
    wire [NSAT - 1 : 0] bvvi;
    assign bvvi = break_values_valid_i;
    genvar n;
    generate
        for(n = 0; n < NSAT; n = n + 1) begin
            assign break_values[n] = break_values_i[n * MCB +: MCB];
            assign is_zero[n] = ~(|break_values[n]);
        end
    endgenerate
    assign has_zero = |(is_zero & break_values_valid_i);
    wire   bvv_001, bvv_010, bvv_100, bvv_011, bvv_101, bvv_110 ;
    assign bvv_001 = (break_values_valid_i[2] == 0 && break_values_valid_i[1] == 0 && break_values_valid_i[0] == 1);
    assign bvv_010 = (break_values_valid_i[2] == 0 && break_values_valid_i[1] == 1 && break_values_valid_i[0] == 0);
    assign bvv_011 = (break_values_valid_i[2] == 0 && break_values_valid_i[1] == 1 && break_values_valid_i[0] == 1);
    assign bvv_100 = (break_values_valid_i[2] == 1 && break_values_valid_i[1] == 0 && break_values_valid_i[0] == 0);
    assign bvv_101 = (break_values_valid_i[2] == 1 && break_values_valid_i[1] == 0 && break_values_valid_i[0] == 1);
    assign bvv_110 = (break_values_valid_i[2] == 1 && break_values_valid_i[1] == 1 && break_values_valid_i[0] == 0);
    wire random_walk;
    wire [NSAT_BITS-1:0] rand_sel_2, rand_sel_3;
    assign random_walk = random_i > P;
    assign rand_sel_2 = bvv_011 ? (random_i[7] ? 2'b01 : 2'b00) :
                        bvv_101 ? (random_i[7] ? 2'b10 : 2'b00) :
                        bvv_110 ? (random_i[7] ? 2'b10 : 2'b01) : 
                        2'b11;
    assign rand_sel_3  = random_i[5:0] % NSAT;
    wire [NSAT_BITS-1:0] num_valid, det_sel_1, det_sel_2, det_sel_3;
    assign num_valid = {(bvvi[0] & bvvi[1]) | (bvvi[0] & bvvi[2]) | (bvvi[1] & bvvi[2]), 
                        bvvi[0] ^ bvvi[1] ^ bvvi[2]};
    assign det_sel_1 =  bvv_001 ? 2'b00 :
                        bvv_010 ? 2'b01 : 
                        bvv_100 ? 2'b10 : 
                        2'b11;
    assign det_sel_2 =  bvv_011 ? ((break_values[0] <  break_values[1]) ? 2'b00 : 2'b01) :
                        bvv_101 ? ((break_values[0] <  break_values[2]) ? 2'b00 : 2'b10) :
                        bvv_110 ? ((break_values[2] <= break_values[1]) ? 2'b10 : 2'b01) : 
                        2'b11;
    assign det_sel_3 =  (break_values[0] <  break_values[1] && break_values[0] <  break_values[2]) ? 2'b00 :
                        (break_values[1] <= break_values[0] && break_values[1] <= break_values[2]) ? 2'b01 :
                        (break_values[2] <= break_values[0] && break_values[2] <= break_values[1]) ? 2'b10 : 
                        2'b11;
    wire [NSAT_BITS-1:0] zero_sel_2, zero_sel_3;
    assign zero_sel_2 = bvv_011 ? (is_zero[1] ? 2'b01 : 2'b00) :
                        bvv_101 ? (is_zero[2] ? 2'b10 : 2'b00) :
                        bvv_110 ? (is_zero[2] ? 2'b10 : 2'b01) : 
                        2'b11;
    assign zero_sel_3 = is_zero[2] ? 2'b10 : 
                        is_zero[1] ? 2'b01 :
                        is_zero[0] ? 2'b00 :
                        2'b11;
    wire [NSAT_BITS-1:0] sel_1, sel_2, sel_3, sel;
    assign sel_1 = det_sel_1;
    assign sel_2 = has_zero ? zero_sel_2 : (random_walk ? rand_sel_2 : det_sel_2);
    assign sel_3 = has_zero ? zero_sel_3 : (random_walk ? rand_sel_3 : det_sel_3);
    assign sel = num_valid[1] ? (num_valid[0] ? sel_3 : sel_2) : (num_valid[0] ? sel_1 : 2'b11);
    assign select_o = enable_i ? sel : 2'bxx;
    assign random_selection_o = enable_i ? ((num_valid[1] && ~has_zero) ? random_walk : 0) : 1'bx;
endmodule
module Variable_Flip_Selector #(
    parameter MAX_CLAUSES_PER_VARIABLE = 20,
    parameter NSAT = 3,
    parameter P = 'h6E147AE0,
    localparam NSAT_BITS = $clog2(NSAT)
)(
    input clk_i,
    input rst_i,
    input [MAX_CLAUSES_PER_VARIABLE - 1 : 0] clause_broken_i,
    input [MAX_CLAUSES_PER_VARIABLE - 1 : 0] mask_bits_i,
    input [NSAT - 1 : 0]                     break_values_valid_i,
    input [31:0]                             random_i,
    input [NSAT_BITS - 1 : 0] wr_en_i,     
    output reg [NSAT_BITS - 1 : 0]                selected_o,
    output reg [MAX_CLAUSES_PER_VARIABLE - 1 : 0] clause_valid_bits_o
);
    localparam MC = MAX_CLAUSES_PER_VARIABLE;
    localparam MCB = $clog2(MAX_CLAUSES_PER_VARIABLE);
    integer i;
    reg [MCB - 1 : 0] break_values_reg  [NSAT - 2 : 0];
    reg [MC  - 1 : 0] break_bits_reg    [NSAT - 2 : 0];
    wire [MCB - 1 : 0] break_value;
    wire [MC  - 1 : 0] break_bits;
    wire [NSAT * MCB - 1 : 0] all_break_values;
    wire [NSAT_BITS - 1 : 0] select;
    genvar n;
    generate
        for(n = 0; n < NSAT - 1; n = n + 1) begin
            assign all_break_values[n * MCB +: MCB] = break_values_reg[n];
        end
        assign all_break_values[(NSAT - 1) * MCB +: MCB] = break_value;
    endgenerate
    wire control_one_hot = ~|(wr_en_i & (wr_en_i - 1)) & |wr_en_i;
    Break_Value_Counter #(
        .NUM_CLAUSES(MC),
        .NUM_ROWS(NSAT)
    ) bvc (
        .clause_broken_i(clause_broken_i),
        .mask_bits_i(mask_bits_i),
        .break_value_o(break_value),
        .clause_broken_o(break_bits)
    );
    Heuristic_Selector #(
        .MAX_CLAUSES_PER_VARIABLE(MC),
        .NSAT(NSAT),
        .P(P)
    ) hs (
        .break_values_i(all_break_values),
        .break_values_valid_i(&wr_en_i ? break_values_valid_i : {NSAT{1'b0}}),
        .random_i(random_i),
        .enable_i(&wr_en_i),
        .select_o(select),
        .random_selection_o()
    );
    always @(posedge clk_i) begin
        if(rst_i) begin
            for(i = 0; i < NSAT - 1; i = i + 1) begin
                break_values_reg[i] <= 0;
                break_bits_reg[i] <= 0;
            end
            selected_o <= 2'b11;
            clause_valid_bits_o <= 0;
        end else begin
            for(i = 0; i < NSAT - 1; i = i + 1) begin  
                if(wr_en_i[i] == 1 && control_one_hot) begin
                    break_values_reg[i] <= break_value;
                    break_bits_reg[i] <= break_bits;
                end
            end
            if(&wr_en_i) begin  
                selected_o <= select;
                clause_valid_bits_o <= select == 2'b10 ? break_bits : break_bits_reg[select];
            end
        end
    end
endmodule
==> /design/flow/run.sh <==
#!/bin/bash
# OpenROAD 26Q1-2900-gdf79404cd8, Yosys 0.63+post, stock flow scripts
make -C /OpenROAD-flow-scripts/flow DESIGN_CONFIG=/design/flow/config.mk WORK_HOME=/design/flow/orfs finish
==> /design/flow/config.mk <==
export PLATFORM = sky130hd
export DESIGN_NAME = Variable_Flip_Selector
export DESIGN_NICKNAME = Variable_Flip_Selector
export VERILOG_FILES = /design/flow/design.v
export SDC_FILE = /design/flow/constraint.sdc
export NUM_CORES = 4
export LEC_CHECK = 1
export CORE_UTILIZATION = 50
==> /design/flow/constraint.sdc <==
current_design Variable_Flip_Selector

set clk_period 18.5
set clk_io_pct 0.2

create_clock -name clk0 -period $clk_period [get_ports {clk_i}]

set non_clock_inputs [all_inputs -no_clocks]
set_input_delay [expr $clk_period * $clk_io_pct] -clock clk0 $non_clock_inputs
set_output_delay [expr $clk_period * $clk_io_pct] -clock clk0 [all_outputs]
==> results_slide.txt <==
Run Summary

Final timing
  • Cycle use final: 59.6%
  • Post-layout minimum cycle time: 11.03 ns
  • Final worst-path setup slack: 7.47 ns
  • Clk_skew: 0.00738 ns
  • Setup-violating endpoint count in the final report: 0
  • Max Freq: 0.0906 GHz
  • Worst slew margin: 45.2%
  • Fin. Hold Viols: 0
  • Max-slew violation count: 0
  • RSZ-0062 raised after global routing: no
  • Measured slew at the worst slew-check pin: 0.822 ns
  • Setup TNS: 0 ns

Clock network
  • Clock root cell: clkbuf_8
  • Postcts setup bufs: 0
  • CTS sink count: 72
  • Clock-pin slew on the worst setup and hold paths: 0.08 ns
  • CTS buffer count: 9
  • Post-CTS sizing: 0
  • Hold Buf Count CTS: 0
  • Skew-Pair Late Insertion Delay: 0.36 ns
  • Bufs on Longest Clock Path: 2
  • CTS H-tree depth: 3
  • CTS tree: yes

Final layout
  • Max reg flops: 40
  • Utilization after layout: 62.6%
  • # fillers: 906
  • Area growth syn-to-layout: 22.3%
  • Layout cells sized above 1: 5.73%

Power
  • PwrDens: 97.4 nW/um^2
  • Worst VDD drop: 0.101 mV
  • Leak pwr: 0.00248 uW

Logic synthesis
  • Yosys stat chip area: 5550 um^2
  • Sequential-to-total area share from yosys stat: 26.0%
  • Synth cell types: 66
  • Mean Syn Cell Area: 7.71 um^2
  • Yosys cell count: 719
  • Number of enable flip-flop cells: 0
  • Gate Count Post-Synth: 719
  • Synth async-reset ratio: 0%
  • Main synth FF type: dfxtp_1
  • Yosys warnings: 5
  • Synth flops: 72
  • Post-Syn Area: 5550 um^2

Global route
  • Vias in the first global route: 5034
  • Largest net degree at the start of global routing: 94
  • Initial antenna violation count: 0
  • First-pass GRT wire length: 25.3 mm
  • GR Overflow Total: 0
  • Total track usage: 28.7%

Die
  • Die ar.: 11500 um^2
  • Std cell rows: 38
  • Die height: 107 um
  • Core Area: 10800 um^2
  • Io pins: 101
  • Initial core utilization: 51.2%
  • Die Span X: 107 um

Placed design
  • Number of buffers added on ports: 100
  • Gp weighted congestion: 0.945
  • Dpl hpwl: 10.7 mm
  • Worst slack, placed: 7.17 ns

Setup path
  • Worst Setup Path Type: in2reg
  • Largest fanout on the critical path: 30
  • Required time of the critical path: 18.73 ns
  • R2R Setup Slk: 14.56 ns
  • Critical Path Source Type: primary input
  • CP arrival: 11.27 ns
  • Setup crit end kind: flop

Flow run
  • Stage-log warning count: 26
  • Max-cap violations: 0

Status
  • Status: finished clean

Drt
  • Starting DRC count in detailed routing: 514
  • DR WL/cell: 17.2 um
  • Final WL: 15.9 mm
  • Vias: 5705
  • # DRC: 0
  • Vias per inst: 6.17
  • Antenna Violating Nets Remaining: 0
  • Antenna Cells: 0
  • DR pass1 iterations: 5

Worst hold path
  • Hold Path Class: reg2reg
metrics by stage:
| stage | cell area (um^2) | hold WS (ns) | total power (uW) | std cells |
|---|---|---|---|---|
| 3_3_place_gp | 6590 | 0.443 | 523 | 909 |
| 3_5_place_dp | 6590 | 0.450 | 531 | 909 |
| 5_1_grt | 6780 | 0.487 | 714 | 925 |
| 4_1_cts | 6780 | 0.462 | 662 | 925 |
| 2_1_floorplan | 5550 | 0.413 | 437 | 719 |
| 6_report | 6780 | 0.462 | 661 | 925 |
placed cells by master, fill, tap and decap left out, types with 21 or more instances in the layout:
cell | synthesis | final
a21oi_1 | 59 | 59
ha_1 | 26 | 26
inv_1 | 36 | 36
nor2_1 | 76 | 76
o311ai_0 | 21 | 21
nor4_1 | 23 | 22
nand3b_1 | 26 | 26
dfxtp_1 | 72 | 72
clkdlybuf4s50_1 | 0 | 99
a311oi_1 | 22 | 22
nand4b_1 | 21 | 21
nand2_1 | 91 | 91
layout make-up:
class,count,area (um^2),share of cell area [%]
clock buffers,11,141,2.08
clock inverters,5,56.3,0.830
flip-flops and latches,72,1440,21.2
inverters,36,135,1.99
multi-input cells,546,3730,54.9
repair buffers,115,1110,16.3
well taps,140,175,2.58
critical path: stages:
cell             delay [ns]
clkdlybuf4s50_1        0.40
nand2_1                0.13
inv_1                  0.09
ha_1                   0.29
inv_1                  0.05
fa_1                   0.48
fa_1                   0.55
fa_1                   0.43
fa_1                   0.51
fa_1                   0.42
fa_1                   0.42
fa_1                   0.42
xor2_1                 0.37
inv_1                  0.14
ha_1                   0.36
o21a_1                 0.14
o31ai_1                0.06
a21oi_1                0.27
nand3_1                0.14
a211oi_2               0.24
buf_4                  0.27
or3_1                  0.39
buf_4                  0.39
o311ai_1               0.13
a311oi_1               0.34
o211ai_1               0.12
metal layers:
metal,vias to the layer above,routed length [um],GRT usage (%)
li1,2809,-,-
met3,25,1190,6.30
met4,0,280,4.79
met2,220,7220,44.0
met1,2651,7210,43.1
met5,-,0,0
synthesized netlist by cell type (12+ instances only):
cell type,instances,area [um^2]
nand3b_1,26,195
o21ai_0,12,60.1
ha_1,26,325
nor2_1,76,285
nand3_1,12,60.1
dfxtp_1,72,1440
fa_1,14,280
o211ai_1,18,135
inv_1,36,135
o311ai_1,21,184
a311oi_1,22,193
clkbuf_1,52,195
nor4_1,23,144
nand2_1,91,342
nand4b_1,21,184
o311ai_0,21,184
a21oi_1,59,295
power by group:
group          switching, uW  internal (uW)  total, uW
logic                    208            155        363
registers               6.92            163        170
clock network           62.2           65.8        128
worst paths after layout:
check,cells past startpoint,startpoint,endpoint
max,26,clause_broken_i[1],clause_valid_bits_o[6]$_SDFFE_PP0P_
min,2,break_bits_reg[1][15]$_SDFFE_PP0P_,break_bits_reg[1][15]$_SDFFE_PP0P_
max reg2reg,10,break_values_reg[1][0]$_SDFFE_PP0P_,clause_valid_bits_o[6]$_SDFFE_PP0P_
min reg2reg,2,break_bits_reg[1][15]$_SDFFE_PP0P_,break_bits_reg[1][15]$_SDFFE_PP0P_
kinds of logic (layout without fill, tap and decap cells):
group                      count (synthesis)  after routing  synth area share [%]
xor gates and xnor gates                   3              3                 0.474
and+or+nand+nor                          295            295                  27.6
muxes                                      4              4                 0.745
buffers and inverters                    101            167                  7.67
DFF                                       72             72                  26.0
AOI/OAI and AO/OA                        204            204                  26.6
adders and majority gates                 40             40                  10.9
Power figures rest on the tool's default switching activity, not on a simulated workload.
