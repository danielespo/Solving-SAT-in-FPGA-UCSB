[/design/flow/config.mk]
export PLATFORM = sky130hd
export DESIGN_NAME = Temporal_Buffer_Wrapper
export DESIGN_NICKNAME = Temporal_Buffer_Wrapper
export VERILOG_FILES = /design/flow/design.v
export SDC_FILE = /design/flow/constraint.sdc
export NUM_CORES = 4
export LEC_CHECK = 1
export CORE_UTILIZATION = 50
[/design/flow/constraint.sdc]
current_design Temporal_Buffer_Wrapper

set clk_period 52.8
set clk_io_pct 0.2

create_clock -name clk0 -period $clk_period [get_ports {clk_i}]

set non_clock_inputs [all_inputs -no_clocks]
set_input_delay [expr $clk_period * $clk_io_pct] -clock clk0 $non_clock_inputs
set_output_delay [expr $clk_period * $clk_io_pct] -clock clk0 [all_outputs]
[/design/flow/design.v]
module Temporal_Buffer #(
    parameter NSAT = 3,
    parameter LAW = 12,   
    parameter SIZE = 2
)(
    input                           clk_i,           
    input                           rst_i,           
    input [$clog2(NSAT) - 1 : 0]    wr_index_i,      
    input                           wr_en_i,         
    input [SIZE * LAW - 1 : 0]      wr_literals_i,   
    input [$clog2(NSAT) - 1 : 0]    rd_index_i,      
    output reg [SIZE * LAW - 1 : 0] literals_o       
);
    localparam NSAT_BITS = $clog2(NSAT);
    integer i;
    reg [SIZE * LAW - 1 : 0] stored_literals [NSAT - 1 : 0]; 
    always @(posedge clk_i) begin
        if(rst_i) begin  
            for(i = 0; i < NSAT; i = i + 1) begin
                stored_literals[i] <= 0;
            end
        end else begin  
            if(wr_en_i) stored_literals[wr_index_i] <= wr_literals_i;
            if(rd_index_i == 2) literals_o <= wr_literals_i; 
            if(rd_index_i != 2) literals_o <= stored_literals[rd_index_i];
        end
    end
endmodule
module Temporal_Buffer_Wrapper #(
    parameter NSAT = 3,
    parameter LITERAL_ADDRESS_WIDTH = 12, 
    parameter MAX_CLAUSE_MEMBERSHIP = 20,
    localparam NSAT_BITS = $clog2(NSAT),
    localparam LAW = LITERAL_ADDRESS_WIDTH,
    localparam MC = MAX_CLAUSE_MEMBERSHIP
)(
    input                                   clk_i,            
    input                                   rst_i,            
    input   [NSAT_BITS - 1 : 0]             wr_index_i,       
    input                                   wr_en_i,          
    input   [(NSAT - 1) * MC * LAW - 1 : 0] wr_literals_mi,   
    input   [NSAT_BITS - 1 : 0]             rd_index_i,       
    output  [(NSAT - 1) * MC * LAW - 1 : 0] literals_mo       
);
    genvar n;
    generate
        for(n = 0; n < MC; n = n + 1) begin : gen_temp_buf
            Temporal_Buffer #(
                .NSAT(NSAT),
                .LAW(LAW),
                .SIZE(NSAT-1)
            ) TB (
                .clk_i(clk_i),
                .rst_i(rst_i),
                .wr_index_i(wr_index_i),
                .wr_en_i(wr_en_i),
                .wr_literals_i(wr_literals_mi[n * (NSAT-1) * LAW +:(NSAT-1) * LAW]),
                .rd_index_i(rd_index_i),
                .literals_o(literals_mo[n * (NSAT-1) * LAW +: (NSAT-1) * LAW])
            );
        end
    endgenerate
endmodule
[/design/flow/run.sh]
#!/bin/bash
# OpenROAD 26Q1-2900-gdf79404cd8, Yosys 0.63+post, stock flow scripts
make -C /OpenROAD-flow-scripts/flow DESIGN_CONFIG=/design/flow/config.mk WORK_HOME=/design/flow/orfs finish
==> results.yml <==
# yosys + openroad results
outcome:
  outcome: "completed"
job:
  cap_violations: 0
  warnings: 30
setup_path:
  r2r_cells: 1
  cp.arrival_ns: 15.34
  timing.rr.end: "gen_temp_buf[6].TB.literals_o[14]"
  rr_startpoint: "gen_temp_buf[6].TB.stored_literals[3][14]"
  crit_fanout: 84
  worstSetupEndpoint: "gen_temp_buf[3].TB.stored_literals[0][12]"
  regToRegSetupSlack_ns: 51.62
  crit_type: "primary input to register"
  cp.required_ns: 53.24
  cp-end-kind: "register"
  critPathLaunchType: "primary input"
  cp-startpoint: "rst_i"
finish:
  layout-drive-gt1-share_pct: 17.3
  layout_top_cell: "edfxtp_1"
  layout_top_cells: "edfxtp_1 (1920), clkdlybuf4s50_1 (964), and2_1 (910)"
  n_fill_cell: 10400
  comb_area_sq_um: 17000
  syn_to_final_growth_pct: 23.4
  fin_area_sq_um: 93500
  ff_latch_area_sq_um: 57700
synth:
  synth.distinct_cells: 19
  yosys-top-cells-area: "edfxtp_1 (76%), mux4_2 (14%), and2_1 (7.5%)"
  syn_area_per_cell_sq_um: 21.0
  yosysSeqAreaShare_pct: 76.1
  synth_cells: 3615
  top_area_share_pct: 76.1
  synth_area_leader_cell: "edfxtp_1"
  yosysCellCount: 3615
  synth_warnings: 1
  synth_chip_area_sq_um: 75800
  synth_flops: 1920
  syn_area_sq_um: 75800
final_timing:
  tns_ns: 0
  hold_viol: 0
  setup_viol: 0
  finClkSkew_ns: 0.0277
  worst_pin_slew_ns: 0.844
  post-route-min-period_ns: 14.90
  slew_headroom_pct: 43.8
  period_used_pct: 28.2
  rsz0062_at_grt: "false"
  fmax_mhz: 67.1
  slew_viol_final: 0
die:
  fp.dieW_um: 391
  die_h_um: 391
  ios: 967
  core_area_sq_um: 150000
  die_area_sq_um: 153000
  rows: 142
  fp_util_pct: 50.5
hold_path:
  hold_class: "register to register"
  hp-start: "gen_temp_buf[12].TB.stored_literals[3][7]"
route:
  drt-pass1-iter-count: 5
  drt_iter0_drc: 1929
  vias_per_cell: 5.49
  dr_total_vias: 37600
  wl_per_cell_um: 28.2
  wl_um: 193000
  postRouteAntennaNets: 0
  drc: 0
grt:
  grt_usage_pct: 28.9
  grt_pass1_vias: 39700
  grt-ovfl-total: 0
  grt_max_degree: 119
  grt_pass1_wl_um: 278000
  antenna_found_initial: 113
cts:
  clk_path_buf_depth: 3
  postCtsSetupRepairBufs: 0
  clk_latency_ns: 0.80
  cts_max_level: 4
  cts.sinks: 1920
  cts_tree: "yes"
  cts_resized: 0
  clkSlewWorstSetupHoldPaths_ns: 0.06
  cts_root_buf: "clkbuf_16"
  cts_hold_buf: 0
  cts_buffers: 196
power:
  power.density_nw_per_um2: 36.0
  power_leakage_nw: 31.6
  ir_drop_mv: 0.0287
placement:
  place_congestion: 0.842
  place_hpwl_um: 125000
  dpl_cell_area_sq_um: 87600
  io_buffers: 966
==> cell usage after synthesis (all sizes together) <==
master	instances
and2	910
and4bb	1
buf	101
clkbuf	119
edfxtp	1920
inv	2
mux4	480
nand2	1
nand2b	1
nand3b	25
nor2	50
nor3	1
nor4b	1
o21ai	2
or2	1
==> through the flow <==
stage          cells  setup slack [ns]  hold slack, ns  total power, mW  util (%)
2_1_floorplan   3615            -19.29           0.609             2.02         -
3_3_place_gp    6469             37.08           0.610             2.12      58.3
3_5_place_dp    6469             37.03           0.617             2.12      58.3
4_1_cts         6820             37.90           0.615             3.41      62.2
5_1_grt         6842             37.65           0.625             3.48      62.3
6_report        6849             37.90           0.604             3.37      62.3
==> worst min-delay path by stage <==
stage / end / slack, ns / cells past startpoint
global route: gen_temp_buf[12].TB.literals_o[7] / 0.62 / 1
CTS: gen_temp_buf[12].TB.literals_o[7] / 0.62 / 1
finish: gen_temp_buf[12].TB.literals_o[7] / 0.60 / 1
==> cell families (layout without fill, tap and decap cells) <==
kind of cell	Yosys count	in the layout	share of synthesized area (%)
AOI/OAI and AO/OA	2	2	0.0132
muxes	480	480	14.3
and+or+nand+nor	991	991	8.08
DFF	1920	1920	76.1
other	0	29	0
buffers and inverters	222	1411	1.54
==> area by class of cell <==
| cell class | count | area share [%] |
|---|---|---|
| antenna | 29 | 0.0776 |
| clock buffer | 253 | 5.59 |
| clock inverter | 98 | 0.666 |
| inverter | 2 | 0.0120 |
| multi-input combinational | 1473 | 18.2 |
| sequential | 1920 | 61.7 |
| tap | 2016 | 2.70 |
| timing repair buffer | 1058 | 11.1 |
==> critical path, stage by stage <==
cell and delay, ns:
clkdlybuf4s50_1 0.47, buf_4 0.31, clkinvlp_4 0.58, o21ai_4 0.25, buf_12 0.37, buf_4 0.67
buf_4 0.62, buf_4 0.65, buf_4 0.55
==> per-layer routing <==
metal | vias to the layer above | global-route usage (%) | routed length (um)
met4 | 136 | 7.42 | 5150
li1 | 16500 | - | -
met5 | - | 0 | 879
met2 | 1594 | 40.6 | 93500
met3 | 394 | 16.1 | 25800
met1 | 19100 | 45.3 | 67600
==> report_power, final <==
part           internal, mW  switching [mW]  leakage, nW  total [mW]
Clock                 0.726           0.555         2.87        1.28
Sequential             1.79          0.0329         18.5        1.82
Combinational         0.150           0.114         10.2       0.264
Total                  2.67           0.702         31.6        3.37
==> flip-flops by register name, indices dropped and copies added, names as in the netlist <==
name,flops
gen_temp_buf.TB.stored_literals,1440
gen_temp_buf.TB.literals_o,480
Power and IR drop assume default switching activity.
